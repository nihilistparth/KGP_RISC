### ./design.v
`timescale 1ns / 1ps
module branch(
    input [2:0] opcode,
    input [3:0] fcode,
	input [24:0] label,
    input carryflag,
    input zeroflag,
    input signflag,
	input [9:0] PC,
    output reg [9:0] exNPC,
	output reg PCSrc,
	output reg [31:0] ra
    );
initial begin
	exNPC<=0;
	PCSrc<=0;
	ra<=0;
	end
always @(opcode or fcode or label or carryflag or zeroflag or signflag)
	begin
	ra<=0;     
		if(opcode==3'b011)      
			begin
				if(fcode==4'b0)
							begin        
								exNPC<=label[9:0];
								PCSrc<=1;
							end
				else if(fcode==4'b0001)
						  begin        
								if(zeroflag==1) 
									begin
										exNPC<=label[9:0];
										PCSrc<=1;
									end
								else 
									begin
									PCSrc<=0;
									exNPC<=0;
									end
							end
				else if(fcode==4'd2)
						  begin		 
								if(zeroflag==0) 
									begin
										exNPC<=label[9:0];
										PCSrc<=1;
									end
								else 
									begin
									PCSrc<=0;
									exNPC<=0;
									end
							end
				else if(fcode==4'd3)
						  begin		 
								if(carryflag==1) 
									begin
										exNPC<=label[9:0];
										PCSrc<=1;
									end
								else 
									begin
									PCSrc<=0;
									exNPC<=0;
									end
							end
				else if(fcode==4'd4)
						  begin		 
								if(carryflag==0) 
									begin
										exNPC<=label[9:0];
										PCSrc<=1;
									end
								else 
									begin
									PCSrc<=0;
									exNPC<=0;
									end
							end
				else if(fcode==4'd5)
						  begin		 
								if(signflag==1) 
									begin
										exNPC<=label[9:0];
										PCSrc<=1;
									end
								else 
									begin
									PCSrc<=0;
									exNPC<=0;
									end
							end
				else if(fcode==4'd6)
						  begin	 
								if(signflag==0) 
									begin
										exNPC<=label[9:0];
										PCSrc<=1;
									end
								else 
									begin
									PCSrc<=0;
									exNPC<=0;
									end
							end
				else if(fcode==4'd7)
						  begin	 
							exNPC<=label[9:0];
							PCSrc<=1;
							end
				else if(fcode==4'd8)
						  begin	 
							exNPC<=label[9:0];
							PCSrc<=1;
							end
				else if(fcode==4'd9)
						  begin		 
								exNPC<=label[9:0];
								PCSrc<=1;
								ra<=PC;    
							end
				else if(fcode==4'd10)
						  begin  
								exNPC<=ra[9:0];
								PCSrc<=1;
							end
				else    
							begin  
								PCSrc<=0;
								exNPC<=0;
							end
			end
			else if(opcode==3'b100)
				begin
				exNPC<=label[9:0];
				PCSrc<=1;
				end
			else if(opcode == 3'b101)
				begin
				if(fcode == 4'd0)
					begin
						if(signflag)
							begin
								exNPC<=label[9:0];
								PCSrc<=1;
							end
						else
							begin
								PCSrc<=0;
								exNPC<=0;
							end
					end
				else if(fcode == 4'd1)
					begin
						if(zeroflag)
							begin
								exNPC<=label[9:0];
								PCSrc<=1;
							end
						else
							begin
								PCSrc<=0;
								exNPC<=0;
							end
					end
				else if(fcode == 4'd2)
					begin
						if(~zeroflag)
							begin
								exNPC<=label[9:0];
								PCSrc<=1;
							end
						else
							begin
								PCSrc<=0;
								exNPC<=0;
							end
					end
				else
					begin
						PCSrc<=0;
						exNPC<=0;
					end
				end
			else
				begin
					PCSrc<=0;
					exNPC<=0;
				end
		end
endmodule
### ./run.sh
#!/bin/bash
# OpenROAD 26Q1-2900-gdf79404cd8, Yosys 0.63+post, stock flow scripts
make -C /OpenROAD-flow-scripts/flow DESIGN_CONFIG=/design/flow/config.mk WORK_HOME=/design/flow/orfs finish
### ./config.mk
export PLATFORM = sky130hd
export DESIGN_NAME = branch
export DESIGN_NICKNAME = branch
export VERILOG_FILES = /design/flow/design.v
export SDC_FILE = /design/flow/constraint.sdc
export NUM_CORES = 4
export LEC_CHECK = 1
export CORE_AREA = 10 10 70 70
export DIE_AREA = 0 0 80 80
### ./constraint.sdc
current_design branch

set clk_period 2.8
set clk_io_pct 0.2

create_clock -name clk0 -period $clk_period

set non_clock_inputs [all_inputs -no_clocks]
set_input_delay [expr $clk_period * $clk_io_pct] -clock clk0 $non_clock_inputs
set_output_delay [expr $clk_period * $clk_io_pct] -clock clk0 [all_outputs]
==> flow_summary.json <==
{
  "nClkBuffers": 0,
  "grt_overflow": 0,
  "synth_cells": 88,
  "hpwl_microns": 1890,
  "grt_max_degree": 12,
  "topCellsByArea": "buf_4, a211oi_2, and2_1",
  "die_area_sq_um": 6400,
  "synth_top_area_share_pct": 25.5,
  "netlist_area_sq_um": 648,
  "start_kind": "primary input",
  "wl_per_cell_microns": 11.7,
  "tool_warnings": 48,
  "avgSynthCellArea_sq_um": 7.37,
  "rows": 21,
  "slowest_delay_ns": 0.49,
  "coreArea_sq_um": 3420,
  "largest_area_cell": "buf_4",
  "io_pins": 88,
  "synthMostInstantiatedCell": "buf_4",
  "max-cap-violations": 0,
  "cpMostUsedCell": "clkdlybuf4s50_1",
  "crit_start": "opcode[1]",
  "firstDrtPassIters": 2,
  "flops": 0,
  "power.density_nw_per_um2": 106,
  "status": "complete, no violations",
  "clock.fmax_mhz": 369,
  "ys_cells": 88,
  "fin_crit_ns": 2.71,
  "p_int_mw": 0.0788,
  "yosysUniqueCellTypes": 24,
  "syn_to_final_growth_pct": 93.4,
  "gp_congestion": 0.786,
  "p_clk_share_pct": 0,
  "ir_worst_vdd_mv": 0.0421,
  "crit_slowest_cell": "clkdlybuf4s50_1",
  "die_x_microns": 80,
  "ff_latch_area_sq_um": 0,
  "drive_above_1_share_pct": 31.6,
  "p_seq_share_pct": 0,
  "via_per_inst": 3.75,
  "io_buffers": 51,
  "leakagePower_nw": 0.574,
  "whs_ns": 1.70,
  "slew_violations": 0,
  "drc": 0,
  "fp_util_pct": 19.0,
  "place_ws_ns": -0.543,
  "track_usage_pct": 6.47,
  "drtAntennaViolNets": 0,
  "totalPowerFinal_mw": 0.133,
  "swShare_pct": 40.9,
  "end_kind": "output port",
  "top_cells_by_count": "buf_4, and2_1, a211oi_2, inv_1, nor3_1",
  "p_sw_mw": 0.0546,
  "path_max_fanout": 5,
  "grt_pass1_wl_microns": 3530,
  "holdCritPathClass": "primary input to output port",
  "chipHeight_microns": 80,
  "ys_seq_share_pct": 0,
  "drt-total-wl_microns": 2310,
  "placed_cell_area_sq_um": 1220,
  "antenna_found_initial": 0,
  "crit_type": "primary input to output port",
  "holdBufCountCts": 0,
  "required_ns": 2.24,
  "antenna_cells": 0,
  "path_cells": "clkdlybuf4s50_1 -> nand2_2 -> nor4_4 -> buf_2 -> and2_1 -> clkdlybuf4s50_1",
  "worst_slack_ns": 0.0928,
  "n_fill_cell": 358,
  "final-hold-violation-count": 0,
  "rsz0062_at_grt": "true",
  "grt_pass1_vias": 763,
  "yosysWarnings": 1,
  "setup_viol": 0,
  "setup.worst_path.end": "ra[6]",
  "pwr-share-comb_pct": 100.0,
  "ys_area_sq_um": 648,
  "finalClockPeriodUsage_pct": 96.7,
  "final_area_sq_um": 1250,
  "vias": 743,
  "dr.first_iter.drc_count": 54,
  "crit_arrival_ns": 2.15
}
-- metrics by stage --
stage | cells | utilization [%] | TNS [ns]
after CTS | 198 | 36.5 | 0
final | 198 | 36.7 | 0
after global routing | 198 | 36.7 | -0.0367
after global placement | 192 | 35.9 | -8.29
after floorplan | 109 | - | 0
after detailed placement | 192 | 35.9 | -8.57
-- layer usage --
metal / routed length (microns) / global-route usage [%] / up-vias
li1: - / - / 390
met1: 995 / 8.19 / 308
met2: 980 / 10.4 / 45
met3: 333 / 3.07 / 0
met4: 0 / 0 / 0
met5: 0 / 0 / -
-- worst max-delay path, delay by kind of cell --
| kind | cells | cell delay [ns] |
|---|---|---|
| simple gates | 3 | 0.47 |
| buf+inv | 3 | 1.12 |
-- how the worst min path moves through the flow --
stage / endpoint / start / cells after the start
CTS: exNPC[3] / label[3] / 4
global route: exNPC[3] / label[3] / 4
finish: exNPC[3] / label[3] / 4
-- cell type report --
type	instances	area [sq um]	area share, %
inverter	10	37.5	2.99
multi-input combinational	74	543	43.3
timing repair buffer	68	616	49.1
tap	46	57.6	4.59
-- cells in the final DEF (no fill, tap or decap) --
master,count
dlygate4sd2_1,5
o21bai_1,2
a211oi_2,10
a2111oi_4,1
a311o_1,1
o21ai_2,1
nor2b_1,1
nor4_4,1
nor2_1,1
buf_2,12
nand2_2,1
and2_1,11
conb_1,22
o21ai_1,2
inv_1,10
or3b_4,1
nand3b_1,2
nand2b_2,2
buf_4,11
or4_1,1
buf_6,3
a21oi_1,3
nor3_2,1
nor3_4,2
buf_12,2
dlymetal6s2s_1,2
nor3_1,4
nand2b_1,2
clkdlybuf4s50_1,33
o22ai_1,1
mux2i_1,1
-- kinds of logic (layout without fill, tap and decap cells) --
| group | after synthesis | in the layout | share of synthesized area (%) |
|---|---|---|---|
| buffers and inverters | 36 | 78 | 34.4 |
| AND-OR/OR-AND | 21 | 21 | 33.0 |
| multiplexers | 1 | 1 | 1.54 |
| other | 1 | 22 | 0.579 |
| AND/OR/NAND/NOR | 29 | 30 | 30.5 |
-- power groups by stage --
stage / combinational, mW / clock (mW) / sequential [mW]
global route: 0.147 / 0 / 0
CTS: 0.135 / 0 / 0
finish: 0.133 / 0 / 0
-- repair_timing --
| item | 4_1_cts | 5_1_grt |
|---|---|---|
| cloned | 2 | 0 |
| buffers inserted | 4 | 0 |
| pin swaps | 15 | 3 |
| gates resized | 46 | 5 |
| setup endpoints to repair | 21 | 21 |
No activity file was given, so power comes from the tool's default toggle rates.
