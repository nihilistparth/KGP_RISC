==> flow/design.v <==
`timescale 1ns / 1ps
module regFile32x32(
    input reset,
	input clk,
    input RegWrite,				 
    input [4:0] wrAddr,			 
    input [31:0] wrData,        
    input [4:0] rdAddrA,        
    output reg [31:0] rdDataA,
    input [4:0] rdAddrB,
    output reg [31:0] rdDataB,
	output [31:0] rout
  );
	reg [31:0] r[31:0]; 
	initial					 
			begin
			r[0] = 32'b0;
            r[1] = 32'b0;
            r[2] = 32'b0;
            r[3] = 32'b0;
            r[4] = 32'b0;
            r[5] = 32'b0;
            r[6] = 32'b0;
            r[7] = 32'b0;
            r[8] = 32'b0;
            r[9] = 32'b0;
            r[10] = 32'b0;
            r[11] = 32'b0;
            r[12] = 32'b0;
            r[13] = 32'b0;
            r[14] = 32'b0;
            r[15] = 32'b0;
            r[16] = 32'b0;
            r[17] = 32'b0;
            r[18] = 32'b0;
            r[19] = 32'b0;
            r[20] = 32'b0;
            r[21] = 32'b0;
            r[22] = 32'b0;
            r[23] = 32'b0;
            r[24] = 32'b0;
            r[25] = 32'b0;
            r[26] = 32'b0;
            r[27] = 32'b0;
            r[28] = 32'b0;
            r[29] = 32'b0;
            r[30] = 32'b0;
            r[31] = 32'b0;
			end
	assign rout=r[25][15:0];
    always @(*) 
		begin
			if(rdAddrB>=32) 
				rdDataB=32'hXXXXXXXX;        
			else
				rdDataB=r[rdAddrB];           
			if(rdAddrA>=32) 
				rdDataA=32'hXXXXXXXX;
			else
				rdDataA=r[rdAddrA];           
		end
    always @(posedge clk)             
        begin
        if (RegWrite) 
            r[wrAddr]=wrData;
		end
endmodule
==> flow/run.sh <==
#!/bin/bash
# OpenROAD 26Q1-2900-gdf79404cd8, Yosys 0.63+post, stock flow scripts
make -C /OpenROAD-flow-scripts/flow DESIGN_CONFIG=/design/flow/config.mk WORK_HOME=/design/flow/orfs finish
==> flow/config.mk <==
export PLATFORM = sky130hd
export DESIGN_NAME = regFile32x32
export DESIGN_NICKNAME = regFile32x32
export VERILOG_FILES = /design/flow/design.v
export SDC_FILE = /design/flow/constraint.sdc
export NUM_CORES = 4
export LEC_CHECK = 1
export CORE_UTILIZATION = 30
==> flow/constraint.sdc <==
current_design regFile32x32

set clk_period 5.1
set clk_io_pct 0.2

create_clock -name clk0 -period $clk_period [get_ports {clk}]

set non_clock_inputs [all_inputs -no_clocks]
set_input_delay [expr $clk_period * $clk_io_pct] -clock clk0 $non_clock_inputs
set_output_delay [expr $clk_period * $clk_io_pct] -clock clk0 [all_outputs]
==> results.py <==
# Synthesis and PnR figures
metrics = {
    "timing": {
        "whs_ns": 1.116,
        "drv_slew": 0,
        "max_freq_mhz": 209.1,
        "layout_min_cycle_time_ns": 4.783,
        "timing_hold_violations_final": 0,
        "slew_headroom": 0.3227,
        "rsz0062_at_grt": "false",
        "fin_crit_sh": 0.9378,
        "worst_slew_pin_slew_ns": 1.014,
        "setup_violations": 0,
        "tns_ns": 0,
    },
    "power_and_ir_drop": {
        "p_leak_nw": 20.71,
        "ir_drop_v": 0.0002529,
        "power_density_nw_per_um2": 326.6,
    },
    "placed_design": {
        "placedCellCount": 5648,
        "gp_congestion": 0.8689,
        "place_hpwl_um": 90000,
        "io_buffer_count": 128,
    },
    "worst_setup_path": {
        "worst_setup_path_end_kind": "primary output",
        "crit_arrival_ns": 3.76,
        "critical_path_class": "primary input to primary output",
        "critPathTopFamily": "buffers and inverters",
        "slowest_stage": "clkdlybuf4s50_1",
        "crit_cells": 8,
        "worstSetupStartpoint": "rdAddrA[2]",
        "critPathCapture": "rdDataA[25]",
        "crit_fanout": 29,
        "worstPathBufferInverterCount": 4,
        "start_kind": "primary input",
        "slowest_delay_ns": 0.67,
        "required_ns": 4.08,
        "path_cells": "clkdlybuf4s50_1, nor2b_4, buf_12, buf_12, a22oi_1, nand3_1, nand3_1, clkdlybuf4s50_1",
    },
    "clock_tree": {
        "holdBufCountCts": 0,
        "cts_root_buffer": "clkbuf_16",
        "h-tree-depth": 3,
        "cts_setup_buffers": 0,
        "cts_buffer_depth": 3,
        "cts_resized": 0,
        "cts_buffers": 99,
        "cts_tree": "built",
        "cts_sinks": 1024,
        "path_clk_slew_ns": 0.07,
    },
    "route": {
        "route.detailed.drc": 0,
        "first_pass_iters": 5,
        "drt-total-wl_um": 151200,
        "drt_iter0_drc": 1713,
        "wl_per_cell_um": 25.92,
        "ant_nets": 0,
        "num_vias": 31108,
        "routed_via_density": 5.333,
    },
    "run_status": {
        "status": "completed",
    },
    "flow_run": {
        "cap_violations": 0,
        "tool_warnings": 27,
    },
    "floorplanning": {
        "die_h_um": 406.3,
        "die_w_um": 406.3,
        "pin_count": 146,
        "core.rowCount": 148,
        "core_um2": 162600,
        "dieArea_um2": 165100,
        "initCoreUtil": 0.3016,
    },
    "synthesis": {
        "ys_area_um2": 49030,
        "syn_area_per_cell_um2": 14.34,
        "ys_ff": 1024,
        "syn_area_um2": 49030,
        "ys_seq_frac": 0.6271,
        "synth-warning-count": 1,
        "syn_inst": 3419,
        "yosysUniqueCellTypes": 24,
        "yosysCellCount": 3419,
    },
    "layout": {
        "final_cell_mix": "1024 x mux2i_1, 1024 x edfxtp_1, 194 x nand3_1, 193 x nand2_1",
        "drive_gt1_frac": 0.1097,
        "syn_to_final_growth_pct": 16.41,
        "stdcell_count": 5833,
        "largest_register_ffs": 1024,
    },
    "grt": {
        "antenna_found_initial": 7,
        "grt_max_degree": 74,
        "grt_overflow": 0,
        "grt_pass1_wl_um": 215900,
        "grt_pass1_vias": 32218,
        "track_usage": 0.1911,
    },
    "worst_hold_path": {
        "hp-class": "primary input to flop",
    },
}
[final cells by class]
| class | instances | area, um2 |
|---|---|---|
| antenna | 1 | 2.502 |
| clock buffer | 120 | 2599 |
| clock inverter | 64 | 668.1 |
| fill | 15426 | 105500 |
| multi-input combinational | 2125 | 16840 |
| sequential | 1024 | 30750 |
| tap | 2175 | 2721 |
| timing repair buffer | 324 | 3501 |
[worst min-delay path by stage]
| stage | from | cells after the start | endpoint |
|---|---|---|---|
| 4_1_cts | wrData[12] | 2 | r[13][12] |
| 5_1_grt | wrData[4] | 2 | r[4][4] |
| 6_report | wrData[12] | 2 | r[13][12] |
[cell usage after synthesis]
cell / n / area (um2)
clkbuf_4: 4 / 30.03
nand3_1: 194 / 970.9
a22oi_1: 192 / 1441
edfxtp_1: 1024 / 30750
nand2_1: 195 / 732.0
or3b_2: 3 / 26.28
buf_4: 79 / 593.1
a21oi_1: 192 / 960.9
nor2b_1: 4 / 25.02
or2_2: 2 / 12.51
buf_6: 45 / 506.7
buf_2: 70 / 350.3
nand2b_1: 4 / 25.02
a31oi_1: 64 / 400.4
buf_1: 4 / 15.01
conb_1: 1 / 3.750
mux2i_1: 1024 / 10250
nor2_1: 35 / 131.4
nand3b_1: 5 / 37.54
clkbuf_1: 83 / 311.6
and2_1: 2 / 12.51
a22o_1: 128 / 1121
nor3_1: 64 / 320.3
or3_1: 1 / 6.260
[layer usage]
layer	routed length [um]	part of all wire	GRT usage	vias up
met2	69440	0.46	0.2901	1675
met5	121	0.00080	0.002974	-
met1	55250	0.37	0.2303	15381
li1	-	-	-	13754
met4	5878	0.039	0.06349	14
met3	20510	0.14	0.1112	284
[power breakdown]
part	switching, mW	internal, mW
sequential	0.0405	9.36
clock	3.27	4.17
combinational	1.09	0.717
[cells by family after synthesis]
logic type	after synthesis	synth area share
buffers and inverters	285	0.03685
AOI/OAI and AO/OA	576	0.08002
muxes	1024	0.2090
DFF	1024	0.6271
other	1	0.00007648
and+or+nand+nor	509	0.04690
[stage by stage]
step	utilization	worst slack (ns)	total power [mW]	instance area [um2]
final	0.3511	0.3171	18.64	57080
after global routing	0.3511	0.1916	19.17	57080
after CTS	0.3511	0.3323	18.74	57080
after detailed placement	0.3310	0.3457	11.38	53810
after global placement	0.3310	0.3404	11.37	53810
after floorplan	-	1.646	10.55	49090
No activity file was given, so power comes from the tool's default toggle rates.
