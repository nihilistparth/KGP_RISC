File: design/flow/config.mk
export PLATFORM = sky130hd
export DESIGN_NAME = assignInputs
export DESIGN_NICKNAME = assignInputs
export VERILOG_FILES = /design/flow/design.v
export SDC_FILE = /design/flow/constraint.sdc
export NUM_CORES = 4
export LEC_CHECK = 1
export CORE_AREA = 10 10 71 71
export DIE_AREA = 0 0 81 81
File: design/flow/constraint.sdc
current_design assignInputs

set clk_period 6.7
set clk_io_pct 0.2

create_clock -name clk0 -period $clk_period

set non_clock_inputs [all_inputs -no_clocks]
set_input_delay [expr $clk_period * $clk_io_pct] -clock clk0 $non_clock_inputs
set_output_delay [expr $clk_period * $clk_io_pct] -clock clk0 [all_outputs]
File: design/flow/design.v
`timescale 1ns / 1ps
module assignInputs(
		input [31:0] rs,
		input [31:0] rt,
		input [4:0] shamt,
		input [21:0] imm,
		input [2:0] opcode,
		input [3:0] fcode,
		output reg [31:0] input1,
		output reg [31:0] input2
    );
always @(*)
	begin
		if(opcode==3'b0)
			begin      
				if(fcode==4'd0 | fcode==4'd1 | fcode==4'd2 | fcode==4'd3 | fcode==4'd6 | fcode==4'd7 | fcode==4'd9)
					begin
					input1<=rs;
					input2<=rt;
					end
				else    
					begin
					input1<=rs;
					input2<={27'b0,shamt};
					end
			end
		else if(opcode==3'd1)      
			begin
				input1<=rs;
				if(imm[21] == 1'b1)
					input2 <= {10'b1111111111,imm};
				else input2 <= {10'b0,imm};
			end
		else if(opcode == 3'd4 | opcode == 3'd5)
			begin
				input1 <= rs ; 
				input2 <= 0 ; 
			end	
		else                  
			begin
				input1<=0;
				input2<=0;
			end
	end
endmodule
File: design/flow/run.sh
#!/bin/bash
# OpenROAD 26Q1-2900-gdf79404cd8, Yosys 0.63+post, stock flow scripts
make -C /OpenROAD-flow-scripts/flow DESIGN_CONFIG=/design/flow/config.mk WORK_HOME=/design/flow/orfs finish
==> run summary <==
Hold buffer count at cts: 0
Top Layout Cells: 162 x clkdlybuf4s50_1, 33 x nor2b_1, 16 x a22o_1, 11 x a21o_1, 10 x nand2_1
GRT overflow: 0
Area of the die: 6561 um^2
Slew headroom: 47.77%
Reg area: 0 um^2
Post-DP HPWL: 4638 um
Synthesized cell area: 674.4 um^2
DRC viols: 0
Required @ worst endpoint: 5360 ps
Static Leak: 0.0009159 uW
Synth cell types: 16
Post_cts resized: 0
Count of buffers from port buffering: 162
Area delta synth->final: 241.6%
Critical path class: in -> out
Critical-path top delay cell: o211a_1
Slew Viols, Final: 0
Max stage delay on crit path: 680 ps
Tool warnings: 33
Most numerous logic cell after layout: clkdlybuf4s50_1
Outcome: finished, final reports clean
Clock Buffer Count: 0
Starting DRT DRC Count: 26
Final GP Congestion: 0.9735
Final Total Pwr: 116.7 uW
Vias: 1,308
Flops: 0
IR drop worst, VDD: 25.66 uV
DRT Pass-1 Iters: 4
Antenna fix cells: 0
Gr usage total: 14.07%
Crit-path cells: clkdlybuf4s50_1 -> buf_4 -> nor3_1 -> buf_4 -> o211a_1 -> a22o_1 -> clkdlybuf4s50_1
Boundary pin count: 162
Share of layout cells above drive strength 1: 1.587%
Final ANT Viol Nets: 0
Drt via density: 4.360
Antenna violations before repair: 0
P per Cell Area: 50.65 nW/um^2
First-pass GRT wire length: 7293 um
Largest net degree at the start of global routing: 35
Placement Rows: 22
Vias in the first global route: 1,296
# Cells Yosys: 98
Final setup fails: 0
Mean Syn Cell Area: 6.882 um^2
Die x size: 81 um
Hold WC Path Type: in -> out
Fmax: 0.1970 GHz
Crit-path max FO: 34
Worst path arrival time: 3740 ps
Core Region: 3633 um^2
Setup TNS: 0 ps
Register area share after synthesis: 0%
Post-route minimum period: 5076 ps
Final wirelength: 5179 um
Final Hold Viols: 0
Initial Util: 18.56%
Post-CTS Setup Repair Bufs: 0
Yosys warning count: 1
Unrepaired setup endpoints after global routing: no
Crit. End Element: primary output
Die Height: 81 um
YS chip area: 674.4 um^2
Worst hold slack: 3585 ps
Final worst-path cycle share: 75.76%
Actual slew at the worst max-slew pin: 783.5 ps
MaxCap Viol Count: 0
CP startpoint kind: primary input
WL per Instance: 17.26 um
Cells after synthesis: 98
==> cell families (layout without fill, tap and decap cells) <==
kind of cell	count (synthesis)	after routing	share of synthesized area, %
AND-OR/OR-AND	39	39	47.68
buffers and inverters	12	166	11.69
AND/OR/NAND/NOR	47	47	40.63
==> cell type report <==
type / instances / area [um^2]
tap: 48 / 60.06
inverter: 1 / 3.754
fill: 302 / 1330
multi-input combinational: 86 / 595.6
timing repair buffer: 165 / 1644
==> cell usage after synthesis, drive strengths merged <==
library cell / n / share of area [%]
nor3b: 1 / 1.9
nor3: 1 / 0.74
nand2: 10 / 5.6
inv: 1 / 0.56
and2: 1 / 0.93
nor2b: 33 / 31
o21a: 1 / 1.1
clkbuf: 4 / 2.2
buf: 7 / 8.9
o211ai: 5 / 5.6
o2111ai: 5 / 6.5
o211a: 1 / 1.5
nand2b: 1 / 0.93
a21o: 11 / 12
a22o: 16 / 21
==> path summary, 6_finish.rpt <==
check / from / endpoint / slack (ps) / cells after the start
setup / recovery: opcode[1] / input2[13] / 1620 / 7
hold / removal: rs[20] / input1[20] / 3590 / 3
==> power by group <==
| group | total, uW | internal, uW | switching [uW] |
|---|---|---|---|
| Sequential | 0 | 0 | 0 |
| Combinational | 117 | 91.0 | 25.6 |
| Clock | 0 | 0 | 0 |
| Total | 117 | 91.0 | 25.6 |
==> worst max-delay path: cells and delay by family <==
kind / cells / cell delay, ps
compound gates: 2 / 920
buf+inv: 4 / 1310
simple gates: 1 / 160
==> per-stage QoR <==
| stage | cells | cell area (um^2) | worst slack (ps) | util (%) |
|---|---|---|---|---|
| floorplan | 98 | 674.4 | 3180 | - |
| CTS | 300 | 2303 | 1599 | 63.40 |
| global route | 300 | 2303 | 1448 | 63.40 |
| detailed placement | 300 | 2303 | 1608 | 63.40 |
| finish | 300 | 2303 | 1624 | 63.40 |
| global placement | 300 | 2303 | 1594 | 63.40 |
==> metal layers <==
| layer | part of all wire, % | track usage (%) | vias to the layer above | wire, um |
|---|---|---|---|---|
| li1 | - | - | 666 | - |
| met1 | 34 | 15.11 | 560 | 1784 |
| met5 | 0 | 0 | - | 0 |
| met4 | 0.75 | 1.730 | 0 | 39 |
| met3 | 14 | 6.347 | 2 | 719 |
| met2 | 51 | 25.48 | 80 | 2636 |
Power is estimated from default activity; no workload was simulated.
